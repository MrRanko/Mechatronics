$ cat ./config.mk
export PLATFORM = sky130hd
export DESIGN_NAME = step
export DESIGN_NICKNAME = step
export VERILOG_FILES = /design/flow/design.v
export SDC_FILE = /design/flow/constraint.sdc
export NUM_CORES = 4
export LEC_CHECK = 1
export CORE_UTILIZATION = 30
$ cat ./constraint.sdc
current_design step

set clk_period 4.4
set clk_io_pct 0.2

create_clock -name clk0 -period $clk_period [get_ports {clk}]

set non_clock_inputs [all_inputs -no_clocks]
set_input_delay [expr $clk_period * $clk_io_pct] -clock clk0 $non_clock_inputs
set_output_delay [expr $clk_period * $clk_io_pct] -clock clk0 [all_outputs]
$ cat ./design.v
module step(input logic clk, reset,
	    input logic reverse_rot,
	    input logic on,
	    output logic a,
	    output logic b,
	    output logic c,
	    output logic d);
	logic [31:0] clock_counter = 1;
	logic [31:0] delay = 100000;  
	typedef enum logic[2:0] {S0, S1, S2, S3, S4} statetype;
	statetype state, nextstate;
	always_ff @(posedge clk, posedge reset) begin
		if (reset) state <= S0;
		else state <= nextstate;
	end
	always_ff @(posedge clk) begin
		if (state == S1 | state == S2 | state == S3 | state == S4) clock_counter <= (clock_counter < delay) ? clock_counter + 1 : 1;
		else clock_counter <= 1;
	end
	always_comb begin
		case(state)
			S0:	if (on) nextstate = S1;
				else nextstate = S0;
			S1:	if (clock_counter == delay) nextstate = S2;
				else nextstate = S1;
			S2:	if (clock_counter == delay) nextstate = S3;
				else nextstate = S2;
			S3:	if (clock_counter == delay) nextstate = S4;
				else nextstate = S3;
			S4:	if ((clock_counter == delay) & (~on)) nextstate = S0;
					else if (clock_counter == delay) nextstate = S1;
				else nextstate = S4;
			default: nextstate = S0;
		endcase
	end
	assign a = (~reverse_rot) ? (state == S4) : (state == S1);
	assign b = (~reverse_rot) ? (state == S3) : (state == S2);
	assign c = (~reverse_rot) ? (state == S2) : (state == S3);
	assign d = (~reverse_rot) ? (state == S1) : (state == S4);
endmodule
$ cat ./run.sh
#!/bin/bash
# OpenROAD 26Q1-2900-gdf79404cd8, Yosys 0.63+post, stock flow scripts
make -C /OpenROAD-flow-scripts/flow DESIGN_CONFIG=/design/flow/config.mk WORK_HOME=/design/flow/orfs finish
==> ds_physical_params.txt <==
Characteristics after synthesis and place and route

Parameter                              Value

Outcome
  Status    complete, no violations

STA
  Final setup fails    0
  Post-layout period usage of the worst path    70.16%
  Fin. Hold Viols    0
  RSZ-0062 raised after global routing    false
  Final Critical Period    3.087 ns
  Largest clock skew in the final design    0.002187 ns
  Highest achievable clock rate    0.3239 GHz
  Final slew viol count    0
  Setup TNS    0 ns

Clock network
  Maximum clock insertion buffer count    2
  Late-Pin Clk Latency    approximately 0.28 ns
  # Post-CTS Setup Buffers    0
  Clk slew on worst S/H paths    0.07 ns
  CTS tree    done
  Root cell of the clock tree    clkbuf_8
  Number of buffers created by CTS    5
  Cts repair resizes    0
  Post-cts hold buffer count    0
  Clock sinks    37
  H-tree depth reported by CTS    2

Place
  Weighted congestion at the end of routability-driven global placement    approximately 0.83
  Placed Cells    ~210
  IO buf count    7
  Post-place instance area    around 1600 um^2
  Half-perimeter wire length of the detailed placement result    between 1.5 and 2 mm

Critical path
  Startpoint type of the worst setup path    primary input
  Arr. time, crit path    between 2 and 2.5 ns
  Worst setup path category    primary input to output pin
  Worst reg2reg startpoint    clock_counter[14]
  Type of destination of the critical path    output pin
  Critical Path RT    3.52 ns
  Maximum fanout encountered on the critical timing path    5
  Logic depth of the worst register-to-register path    4
  Reg2reg end    state[1]
  R2R Setup Slk    2.57 ns

Synth
  Most frequent cells after synthesis    dfxtp_1, nor3_1, inv_1, xnor2_1
  Library cell with the highest instance count after synthesis    dfxtp_1
  Area share of the largest cell type after synthesis    about 45%
  Total cell area reported by yosys after synthesis    around 1400 um^2
  Proportion of register bits with asynchronous set or reset after synthesis    13.51%
  Post-synth seq share    a little over half
  Mapped Avg Cell Area    around 11 um^2
  Gate Count Post-Synth    between 100 and 150
  Cell Type Count    35
  Cell taking the most area after synthesis    dfxtp_1
  Main flop type after synthesis    dfxtp_1
  Post-synthesis instance area    roughly 1400 um^2
  Cells in synth_stat.txt    ~130
  Flops & latches, synth    37
  Synth top area cells    dfxtp_1, dfrtp_1, nor3_1, xnor2_1, mux2_4
  Yosys warning total    1
  Flip-flops with a built-in enable    0

Final layout
  Synth-to-Final Area Change    20.37%
  Final std cells w/o fill    about 210
  Final-layout fill cell count    ~440
  Final design area excluding fillers    between 1500 and 2000 um^2
  Layout cells sized above 1    between 10% and 20%
  Share of the core filled with cells in the final layout    38.51%

Global route
  First-pass GRT wire length    4.084 mm
  Antenna violations before repair    0
  GRT Overall Usage    9.969%
  Gr ovfl total    0
  Maximum number of pins on one net before global-route repair    18
  Vias in the first global route    about 940

Floorplanning
  Core utilization at floorplan    between 30% and 40%
  I/O pin count    8
  Site Rows    24
  Die X    71.08 um
  CORE AREA    4474 um^2
  Height of the die    between 70 and 80 um
  Total die size    5052 um^2

Power
  Total power    approximately 0.63 mW
  Maximum VDD drop    approximately 170 uV
  PD cells    368.1 nW/um^2
  Static leakage power    0.6305 nW

Detailed routing
  DRC    0
  Drt total wl    2.262 mm
  Starting DRT DRC Count    59
  Number of diodes added for antenna fixing    0
  WL per Instance    10.62 um
  First-pass DRT Iterations    6
  Via density    about 4.5
  Count of antenna-violating nets left after detailed routing    0
  Total number of vias    just under 1000

Min path
  Worst hold path startpoint    clock_counter[0]
  Class of the most critical hold timing path    register to register
  Count of cells along the worst hold path    2
  End point of the worst hold path    clock_counter[0]

Flow run
  Number of max-cap violations    0
  Stage-log warning count    26
[critical path, cell delays in order]
cell,delay (ns)
clkdlybuf4s50_1,0.56
mux2_2,0.36
clkdlybuf4s50_1,0.41
[worst max path at each step]
stage | startpoint | end | slack, ns | cells past startpoint
finish | reverse_rot | a | 1.31 | 3
global route | reverse_rot | a | 1.29 | 3
CTS | reverse_rot | a | 1.30 | 3
[routing by layer]
metal | track usage, % | vias to the layer above | part of all wire, %
met5 | 0 | - | 0
li1 | - | 520 | -
met4 | 2.000 | 0 | 2.7
met3 | 1.590 | 5 | 2.8
met2 | 15.28 | 12 | 40
met1 | 15.30 | 432 | 54
[power breakdown]
group	internal (mW)	switching, mW
clock network	0.170	0.111
logic	0.00525	0.00364
registers	0.343	0.00187
[cell families after synthesis]
logic type	after synthesis	synth area share (%)
muxes	6	5.507
AOI/OAI and AO/OA	10	5.945
buffers and inverters	11	3.409
DFF	37	53.58
xor gates and xnor gates	13	7.955
other	1	0.2620
adders and majority gates	2	1.748
and+or+nand+nor	53	21.59
[placed cells by master, fill, tap and decap left out, types with 2 or more instances in the layout]
cell type	instances
a31oi_1	2
and4_1	2
clkbuf_8	5
clkdlybuf4s50_1	7
conb_1	15
dfrtp_1	4
dfxtp_1	32
ha_1	2
inv_1	9
mux2_2	3
mux2_4	3
nand2_1	4
nand3_1	5
nand4_1	6
nor2_1	3
nor3_1	19
nor4_1	6
o21ai_0	2
xnor2_1	9
xor2_1	4
[metrics by stage]
stage          hold WS, ns  setup slack [ns]
6_report            0.5645             1.313
5_1_grt             0.5801             1.286
4_1_cts             0.5652             1.302
3_5_place_dp        0.5502             1.312
3_3_place_gp        0.5307             1.308
2_1_floorplan       0.5024             2.358
[cell type report]
class                      instances  area, um^2  share of cell area (%)
clock buffer                       6       72.57                   4.212
tap                               52       65.06                   3.776
timing repair buffer               8       77.57                   4.503
inverter                           9       33.78                   1.961
clock inverter                     2       38.79                   2.251
multi-input combinational         99       668.1                   38.78
sequential                        37       767.0                   44.52
[flip-flops by register name, indices dropped and copies added (netlist names), named ones only]
signal	flops
state	3
clock_counter	32
Power and IR drop assume default switching activity.
